## flow/config.mk

```make
export PLATFORM = sky130hd
export DESIGN_NAME = spi_slave
export DESIGN_NICKNAME = spi_slave
export VERILOG_FILES = /design/flow/design.v
export SDC_FILE = /design/flow/constraint.sdc
export NUM_CORES = 4
export LEC_CHECK = 1
export CORE_UTILIZATION = 30
```

## flow/design.v

```verilog
module spi_slave #(
    parameter N = 256,
    parameter M = 8
)(
    input  wire                 RST_async,
    input  wire                 SCK,
    output wire                 MISO,
    input  wire                 MOSI,
    output reg                  CTRL_READBACK_EVENT,
    output reg                  CTRL_PROG_EVENT,
    output reg  [      2*M-1:0] CTRL_SPI_ADDR,
    output reg  [          1:0] CTRL_OP_CODE,
    output reg  [      2*M-1:0] CTRL_PROG_DATA,
    input  wire [         31:0] SYNARRAY_RDATA,
    input  wire [        127:0] NEUR_STATE,
    output reg                  SPI_GATE_ACTIVITY,
    output reg                  SPI_OPEN_LOOP,
    output reg  [        N-1:0] SPI_SYN_SIGN,
    output reg  [         19:0] SPI_BURST_TIMEREF,
    output reg                  SPI_OUT_AER_MONITOR_EN,
    output reg                  SPI_AER_SRC_CTRL_nNEUR,
    output reg  [        M-1:0] SPI_MONITOR_NEUR_ADDR,
    output reg  [        M-1:0] SPI_MONITOR_SYN_ADDR,
    output reg                  SPI_UPDATE_UNMAPPED_SYN,
	output reg                  SPI_PROPAGATE_UNMAPPED_SYN,
	output reg                  SPI_SDSP_ON_SYN_STIM
); 
	reg  [5:0]     spi_cnt;
    wire [   31:0] readback_weight;
    wire [  127:0] readback_neuron;
	reg  [19:0]    spi_shift_reg_out, spi_shift_reg_in;
    reg  [19:0]    spi_data, spi_addr;
    genvar i;
	always @(negedge SCK, posedge RST_async)
		if      (RST_async)        spi_cnt <= 6'd0;
        else if (spi_cnt == 6'd39) spi_cnt <= 6'd0;
		else                       spi_cnt <= spi_cnt + 6'd1;
    always @(negedge SCK, posedge RST_async)
		if      (RST_async)        spi_addr <= 20'd0;
		else if (spi_cnt == 6'd19) spi_addr <= spi_shift_reg_in[19:0];
        else                       spi_addr <= spi_addr;
    always @(posedge SCK)
        spi_shift_reg_in <= {spi_shift_reg_in[18:0], MOSI};
	always @(negedge SCK, posedge RST_async)
        if (RST_async) begin
            spi_shift_reg_out   <= 20'b0;
            CTRL_READBACK_EVENT <= 1'b0;
            CTRL_PROG_EVENT     <= 1'b0;
            CTRL_SPI_ADDR       <= {(2*M){1'b0}};
            CTRL_OP_CODE        <= 2'b0;
            CTRL_PROG_DATA      <= {(2*M){1'b0}};
		end else if (spi_shift_reg_in[19] && (spi_cnt == 6'd19)) begin
            spi_shift_reg_out   <= {spi_shift_reg_out[18:0], 1'b0};
            CTRL_READBACK_EVENT <= (spi_shift_reg_in[2*M+1:2*M] != 2'b0);
            CTRL_PROG_EVENT     <= 1'b0;
            CTRL_SPI_ADDR       <= spi_shift_reg_in[2*M-1:  0];
            CTRL_OP_CODE        <= spi_shift_reg_in[2*M+1:2*M];
            CTRL_PROG_DATA      <= {(2*M){1'b0}};
		end else if (spi_shift_reg_in[18] && (spi_cnt == 6'd19)) begin
            spi_shift_reg_out   <= 20'b0;
            CTRL_READBACK_EVENT <= 1'b0;
            CTRL_PROG_EVENT     <= 1'b0;
            CTRL_SPI_ADDR       <= spi_shift_reg_in[2*M-1:  0];
            CTRL_OP_CODE        <= spi_shift_reg_in[2*M+1:2*M];
            CTRL_PROG_DATA      <= {(2*M){1'b0}};
		end else if (spi_addr[19] && (spi_cnt == 6'd31)) begin
            spi_shift_reg_out   <= (CTRL_OP_CODE == 2'b10) ? {readback_weight[7:0],12'b0} : ((CTRL_OP_CODE == 2'b01) ? {readback_neuron[7:0],12'b0} : {spi_shift_reg_out[18:0], 1'b0}); 
            CTRL_READBACK_EVENT <= 1'b0;
            CTRL_PROG_EVENT     <= 1'b0;
            CTRL_SPI_ADDR       <= CTRL_SPI_ADDR;
            CTRL_OP_CODE        <= CTRL_OP_CODE;
            CTRL_PROG_DATA      <= {(2*M){1'b0}};
		end else if (spi_addr[18] && (spi_cnt == 6'd39)) begin
            spi_shift_reg_out   <= {spi_shift_reg_out[18:0], 1'b0};
            CTRL_READBACK_EVENT <= 1'b0;
            CTRL_PROG_EVENT     <= (CTRL_OP_CODE != 2'b0);
            CTRL_SPI_ADDR       <= CTRL_SPI_ADDR;
            CTRL_OP_CODE        <= CTRL_OP_CODE;
            CTRL_PROG_DATA      <= spi_shift_reg_in[2*M-1:0];
		end else begin
            spi_shift_reg_out   <= {spi_shift_reg_out[18:0], 1'b0};
            CTRL_READBACK_EVENT <= CTRL_READBACK_EVENT;
            CTRL_PROG_EVENT     <= 1'b0;
            CTRL_SPI_ADDR       <= CTRL_SPI_ADDR;
            CTRL_OP_CODE        <= CTRL_OP_CODE;
            CTRL_PROG_DATA      <= CTRL_PROG_DATA;
        end
    assign readback_weight = SYNARRAY_RDATA >> (({3'b0,CTRL_SPI_ADDR[2*M-2:2*M-3]} << 3));
    assign readback_neuron =     NEUR_STATE >> (({3'b0,CTRL_SPI_ADDR[2*M-1:  M  ]} << 3));
	assign MISO = spi_shift_reg_out[19];
    always @(posedge SCK)
        if   (!spi_addr[17] && !spi_addr[16] && (spi_addr[15:0] == 16'd0) && (spi_cnt == 6'd39))    SPI_GATE_ACTIVITY <= MOSI;
        else                                                                                        SPI_GATE_ACTIVITY <= SPI_GATE_ACTIVITY;
    always @(posedge SCK)
        if   (!spi_addr[17] && !spi_addr[16] && (spi_addr[15:0] == 16'd1) && (spi_cnt == 6'd39))   SPI_OPEN_LOOP <= MOSI;
        else                                                                                       SPI_OPEN_LOOP <= SPI_OPEN_LOOP;
    generate
        for (i=0; i<(N>>4); i=i+1) begin
            always @(posedge SCK)
                if   (!spi_addr[17] && !spi_addr[16] && (spi_addr[15:0] == (16'd2+i)) && (spi_cnt == 6'd39)) SPI_SYN_SIGN[16*i+15:16*i] <= {spi_shift_reg_in[14:0], MOSI};
                else                                                                                         SPI_SYN_SIGN[16*i+15:16*i] <= SPI_SYN_SIGN[16*i+15:16*i];
        end
    endgenerate
    always @(posedge SCK)
        if   (!spi_addr[17] && !spi_addr[16] && (spi_addr[15:0] == 16'd18) && (spi_cnt == 6'd39))  SPI_BURST_TIMEREF <= {spi_shift_reg_in[18:0], MOSI};
        else                                                                                       SPI_BURST_TIMEREF <= SPI_BURST_TIMEREF;
    always @(posedge SCK)
        if   (!spi_addr[17] && !spi_addr[16] && (spi_addr[15:0] == 16'd19) && (spi_cnt == 6'd39))  SPI_AER_SRC_CTRL_nNEUR <= MOSI;
        else                                                                                       SPI_AER_SRC_CTRL_nNEUR <= SPI_AER_SRC_CTRL_nNEUR;
    always @(posedge SCK)
        if   (!spi_addr[17] && !spi_addr[16] && (spi_addr[15:0] == 16'd20) && (spi_cnt == 6'd39))  SPI_OUT_AER_MONITOR_EN <= MOSI;
        else                                                                                       SPI_OUT_AER_MONITOR_EN <= SPI_OUT_AER_MONITOR_EN;
    always @(posedge SCK)
        if   (!spi_addr[17] && !spi_addr[16] && (spi_addr[15:0] == 16'd21) && (spi_cnt == 6'd39))  SPI_MONITOR_NEUR_ADDR <= {spi_shift_reg_in[M-2:0], MOSI};
        else                                                                                       SPI_MONITOR_NEUR_ADDR <= SPI_MONITOR_NEUR_ADDR;
    always @(posedge SCK)
        if   (!spi_addr[17] && !spi_addr[16] && (spi_addr[15:0] == 16'd22) && (spi_cnt == 6'd39))  SPI_MONITOR_SYN_ADDR <= {spi_shift_reg_in[M-2:0], MOSI};
        else                                                                                       SPI_MONITOR_SYN_ADDR <= SPI_MONITOR_SYN_ADDR;
    always @(posedge SCK)
        if   (!spi_addr[17] && !spi_addr[16] && (spi_addr[15:0] == 16'd23) && (spi_cnt == 6'd39))  SPI_UPDATE_UNMAPPED_SYN <= MOSI;
        else                                                                                       SPI_UPDATE_UNMAPPED_SYN <= SPI_UPDATE_UNMAPPED_SYN;
    always @(posedge SCK)
        if   (!spi_addr[17] && !spi_addr[16] && (spi_addr[15:0] == 16'd24) && (spi_cnt == 6'd39))  SPI_PROPAGATE_UNMAPPED_SYN <= MOSI;
        else                                                                                       SPI_PROPAGATE_UNMAPPED_SYN <= SPI_PROPAGATE_UNMAPPED_SYN;
    always @(posedge SCK)
        if   (!spi_addr[17] && !spi_addr[16] && (spi_addr[15:0] == 16'd25) && (spi_cnt == 6'd39))  SPI_SDSP_ON_SYN_STIM <= MOSI;
        else                                                                                       SPI_SDSP_ON_SYN_STIM <= SPI_SDSP_ON_SYN_STIM; 
endmodule
```

## flow/constraint.sdc

```tcl
current_design spi_slave

set clk_period 7.2
set clk_io_pct 0.2

create_clock -name clk0 -period $clk_period [get_ports {SCK}]

set non_clock_inputs [all_inputs -no_clocks]
set_input_delay [expr $clk_period * $clk_io_pct] -clock clk0 $non_clock_inputs
set_output_delay [expr $clk_period * $clk_io_pct] -clock clk0 [all_outputs]
```

## flow/run.sh

```bash
#!/bin/bash
# OpenROAD 26Q1-2900-gdf79404cd8, Yosys 0.63+post, stock flow scripts
make -C /OpenROAD-flow-scripts/flow DESIGN_CONFIG=/design/flow/config.mk WORK_HOME=/design/flow/orfs finish
```

==> results_dict.tcl <==
# metrics dict for downstream scripts
set metrics [dict create \
    status "completed" \
    syn_area_sq_um 14060 \
    crit_fanout 13 \
    setup-tns-final_ps 0 \
    clk_transition_reported_paths_ps 60 \
    clockBufferDepth 3 \
    cp.arrival_ps 5380 \
    path_buffers 1 \
    gp_congestion 0.8430 \
    io_buffer_count 498 \
    skew_ps 15.08 \
    cts_root_buf "clkbuf_16" \
    async_reset_ff_frac 0.1799 \
    worstSetupPathType "reg2out" \
    grt_pass1_vias 8978 \
    place_hpwl_mm 30.64 \
    lay_top_count "clkdlybuf4s50_1" \
    edf_count 299 \
    drt_iter0_markers 529 \
    post_cts_resized 0 \
    fin_util 0.4635 \
    rsz0062_at_grt "no" \
    cp_top_family "flip-flops" \
    flop_cell "edfxtp_1" \
    end_kind "primary output" \
    power_leakage_nw 7.478 \
    post_cts_buffers 0 \
    rows 78 \
    yosys_warnings 1 \
    warnings 25 \
    power.share.sequential 0.522 \
    io_pins 499 \
    cp.required_ps 5760 \
    whs_ps 405.5 \
    grt_max_degree 71 \
    worst_slew_pin_slew_ps 947.0 \
    postCtsHoldBufs 0 \
    cp_cell_sequence "clkdlybuf4s50_1" \
    initial_core_util 0.3071 \
    combPwrFrac 0.059 \
    ir_worst_vdd_mv 0.1369 \
    ant_nets 0 \
    clkPwrFrac 0.419 \
    core-area_sq_um 45770 \
    max_slew_margin 0.3673 \
    setup-violations-final 0 \
    switching_power_mw 0.9952 \
    wl_per_cell_microns 22.63 \
    ys_cells 750 \
    insertion_delay_ps 540 \
    synthDistinctLibCells 60 \
    placed_cell_area_sq_um 19940 \
    finalMaxSlewViolations 0 \
    die-area_sq_um 47730 \
    hold_path_class "reg2reg" \
    maxCapViolCount 0 \
    via_count 8837 \
    cts_tree "yes" \
    final_cell_mix "clkdlybuf4s50_1, edfxtp_1, nand2_1, dfrtn_1, mux2_2" \
    track_usage 0.1907 \
    drc_errors 0 \
    finalHoldViolCount 0 \
    drive_above_1_share 0.1375 \
    die_width_microns 218.5 \
    clock_sinks 389 \
    power_mw 4.746 \
    routed_wl_mm 43.72 \
    finalInstanceArea_sq_um 21210 \
    ys_ff 389 \
    grt_pass1_wl_mm 61.64 \
    die_height_microns 218.5 \
    grt_overflow_total 0 \
    switching_share 0.2097 \
    htree_levels 2 \
    ys_seq_frac 0.7917 \
    cp_slowest_cell "dfrtn_1" \
    p_int_mw 3.751 \
    power_density_nw_per_um2 223.7 \
    critPathLaunchType "register" \
    vias_per_cell 4.574 \
    top_area_cell "edfxtp_1" \
    nFillCells 3895 \
    avgSynthCellArea_sq_um 18.74 \
    dr.pass1.iters 4 \
    yosysChipArea_sq_um 14060 \
    top_cell_area_share 0.6387 \
    area_leaders "edfxtp_1, dfrtn_1, mux2_2" \
    synthCells 750 \
    antenna_found_initial 1 \
    syn_to_final_growth_pct 50.90 \
    numCtsBuffers 40 \
    crit_path_max_incr_delay_ps 670 \
]
metrics by stage:
step / instances / worst slack [ps]
floorplan: 750 / 504.5
global placement: 1860 / 369.3
detailed placement: 1860 / 394.4
CTS: 1931 / 347.5
global route: 1931 / 266.7
finish: 1932 / 375.8
final timing paths:
path / from / endpoint / depth (start not counted) / slack, ps
worst min register to register: spi_shift_reg_in[18]$_DFF_P_ / spi_shift_reg_in[19]$_DFF_P_ / 0 / 410
worst max-delay path: CTRL_OP_CODE[0]$_DFFE_NP0P_ / CTRL_OP_CODE[0] / 1 / 380
max in group asynchronous: RST_async / spi_addr[17]$_DFFE_NP0N_ / 3 / 2080
worst min-delay path: spi_shift_reg_in[18]$_DFF_P_ / spi_shift_reg_in[19]$_DFF_P_ / 0 / 410
worst max register to register: spi_cnt[0]$_DFF_NP0_ / SPI_MONITOR_NEUR_ADDR[0]$_DFFE_PP_ / 6 / 920
min in group asynchronous: RST_async / CTRL_PROG_DATA[14]$_DFFE_NP0P_ / 3 / 4780
cell usage after synthesis, types with 6 or more instances:
master	n
a21oi_1	15
inv_1	7
nand2_1	71
buf_2	8
mux4_1	9
clkbuf_1	7
nor2_1	31
edfxtp_1	299
mux4_2	13
mux2i_1	27
a22o_1	16
a221oi_1	11
dfxtp_1	20
dfrtn_1	70
a22oi_1	7
a211oi_2	7
nand2b_1	6
mux2_2	43
nor2b_1	8
layout make-up:
cell class	instances	area (sq um)	area share
tap	600	750.7	0.03539
clock inverter	21	195.2	0.009201
timing repair buffer	539	5305	0.2501
sequential	389	11130	0.5247
antenna	1	2.502	0.0001180
multi-input combinational	325	2729	0.1286
clock buffer	50	1074	0.05060
inverter	7	27.53	0.001298
metal layers:
metal	vias to the layer above	wire length (microns)	track usage
li1	4026	-	-
met1	4282	16180	0.2512
met2	484	21640	0.3027
met3	45	5314	0.09282
met4	0	581	0.02541
met5	-	0	0
kinds of logic (layout without fill, tap and decap cells):
logic type	count (synthesis)	count (layout)	share of synthesized area
mux	92	92	0.09131
buf+inv	36	617	0.01540
other cells	0	1	0
compound gates	72	72	0.04049
simple gates	157	157	0.05830
fa+ha+maj	1	1	0.0008899
flops	389	389	0.7917
xor+xnor	3	3	0.001869
power by group through the flow:
| stage | registers (mW) | clock network, mW | logic (mW) |
|---|---|---|---|
| after CTS | 2.48 | 2.04 | 0.291 |
| after global routing | 2.48 | 2.13 | 0.308 |
| final | 2.48 | 1.99 | 0.282 |
flip-flops by register name, summed over array words and instances (netlist names):
| signal | flops |
|---|---|
| SPI_SYN_SIGN | 256 |
| CTRL_SPI_ADDR | 16 |
| SPI_GATE_ACTIVITY | 1 |
| CTRL_READBACK_EVENT | 1 |
| SPI_OUT_AER_MONITOR_EN | 1 |
| SPI_SDSP_ON_SYN_STIM | 1 |
| SPI_AER_SRC_CTRL_nNEUR | 1 |
| SPI_OPEN_LOOP | 1 |
| spi_shift_reg_in | 20 |
| SPI_PROPAGATE_UNMAPPED_SYN | 1 |
| spi_cnt | 6 |
| CTRL_PROG_EVENT | 1 |
| SPI_BURST_TIMEREF | 20 |
| SPI_MONITOR_NEUR_ADDR | 8 |
| SPI_UPDATE_UNMAPPED_SYN | 1 |
| CTRL_PROG_DATA | 16 |
| CTRL_OP_CODE | 2 |
| spi_shift_reg_out | 8 |
| spi_addr | 20 |
| SPI_MONITOR_SYN_ADDR | 8 |
Power and IR drop assume default switching activity.
